==> flow/design.v <==
module Backward_Registered #( parameter WIDTH = 8)(
	input clk,
	input rst_n,
	input m_valid,
	input [WIDTH-1:0] m_data,
	output m_ready,
	output s_valid,
	output [WIDTH-1:0] s_data,
	input s_ready
	);
	wire s_ready_dge;
	reg valid_skid;
	reg [WIDTH-1:0] data_skid;
	always @(posedge clk or negedge rst_n) begin
	  	if (!rst_n)
	  	  	valid_skid <= 1'b0;          
	  	else if (valid_skid)
	  	 	valid_skid <= ~s_ready;          
	  	else if (~valid_skid^s_ready)
	  	  	valid_skid <= m_valid;     
	end                           
	always @(posedge clk or negedge rst_n) begin
	  	if (!rst_n)
	  	  	data_skid <= {WIDTH{1'b0}};           
	  	else
	  	  	data_skid <= valid_skid ? data_skid: m_data;      
	end 
	assign  s_valid = valid_skid | m_valid;        
	assign  s_data = valid_skid ? data_skid : m_data;    
	assign  m_ready = ~valid_skid ;    
endmodule 
module Forward_Registered #( parameter WIDTH = 8)(
	input clk,
	input rst_n,
	input m_valid,
	input [WIDTH-1:0] m_data,
	output m_ready,
	output reg s_valid,
	output reg [WIDTH-1:0] s_data,
	input s_ready
	);
	always @(posedge clk or negedge rst_n) begin
		if (!rst_n) begin
			s_valid <= 1'b0;
		end
		else if(m_ready) begin
			s_valid <= m_valid;
		end
		else begin
			s_valid <= s_valid;
		end
	end
	always @(posedge clk or negedge rst_n) begin
		if (!rst_n) begin
			s_data <= {WIDTH{1'b0}};
		end
		else if(m_ready) begin
			s_data <= m_data;
		end
		else begin
			s_data <= s_data;
		end
	end
	assign m_ready = ~s_valid | s_ready; 
endmodule 
module handshake_top#( parameter WIDTH = 8)(
	input clk,
	input rst_n,
	input m_en,
	input s_en,
	output [WIDTH-1:0] data_out
	);
	wire m_ready;
	wire m_valid;
	wire [WIDTH-1:0] m_data;
	wire s_valid;
	wire s_ready;
	wire [WIDTH-1:0] s_data_in;
	wire [WIDTH-1:0] s_data_out;
	assign data_out = s_data_out;
	wire s_valid_back;
	wire s_ready_back;
	wire [WIDTH-1:0] s_data_back;
	master #(
			.WIDTH(WIDTH)
		) inst_master (
			.clk     (clk),
			.rst_n   (rst_n),
			.en      (m_en),
			.m_ready (m_ready),
			.m_data  (m_data),
			.m_valid (m_valid)
		);
	Backward_Registered #(
			.WIDTH(WIDTH)
		) inst_Backward_Registered (
			.clk     (clk),
			.rst_n   (rst_n),
			.m_valid (m_valid),
			.m_data  (m_data),
			.m_ready (m_ready),
			.s_valid (s_valid_back),
			.s_data  (s_data_back),
			.s_ready (s_ready_back)
		);
	Forward_Registered #(
			.WIDTH(WIDTH)
		) inst_Forward_Registered (
			.clk     (clk),
			.rst_n   (rst_n),
			.m_valid (s_valid_back),
			.m_data  (s_data_back),
			.m_ready (s_ready_back),
			.s_valid (s_valid),
			.s_data  (s_data_in),
			.s_ready (s_ready)
		);
	slave #(
			.WIDTH(WIDTH)
		) inst_slave (
			.clk        (clk),
			.rst_n      (rst_n),
			.en         (s_en),
			.s_valid    (s_valid),
			.s_data_in  (s_data_in),
			.s_ready    (s_ready),
			.s_data_out (s_data_out)
		);
endmodule
module master#( parameter WIDTH = 8)(
	input clk,
	input rst_n,
	input en,
	input m_ready,
	output reg [WIDTH-1:0] m_data,
	output reg m_valid
);
	always @(posedge clk or negedge rst_n) begin
		if (!rst_n) begin
			m_data <= {WIDTH{1'b0}};
		end
		else if (m_valid&m_ready) begin
			m_data <= m_data + 1'b1;
		end
		else begin
			m_data <= m_data;
		end
	end
	always @(posedge clk or negedge rst_n) begin
		if (!rst_n) begin
			m_valid <= 1'b0;
		end
		else begin
			m_valid <= en;
		end
	end
endmodule
module slave#( parameter WIDTH = 8)(
	input clk,
	input rst_n,
	input en,
	input s_valid,
	input [WIDTH-1:0] s_data_in,
	output reg s_ready,
	output reg [WIDTH-1:0] s_data_out
);
	always @(posedge clk or negedge rst_n) begin
		if (!rst_n) begin
			s_ready <= 1'b0;
		end
		else begin
			s_ready <= en;
		end
	end
    always@ (posedge clk or negedge rst_n) begin
        if (!rst_n)
            s_data_out <= {WIDTH{1'b0}};                 
        else if (s_ready && s_valid)
            s_data_out <= s_data_in;              
        else 
            s_data_out <= {WIDTH{1'b1}};
    end      
endmodule
==> flow/run.sh <==
#!/bin/bash
# OpenROAD 26Q1-2900-gdf79404cd8, Yosys 0.63+post, stock flow scripts
make -C /OpenROAD-flow-scripts/flow DESIGN_CONFIG=/design/flow/config.mk WORK_HOME=/design/flow/orfs finish
==> flow/config.mk <==
export PLATFORM = sky130hd
export DESIGN_NAME = handshake_top
export DESIGN_NICKNAME = handshake_top
export VERILOG_FILES = /design/flow/design.v
export SDC_FILE = /design/flow/constraint.sdc
export NUM_CORES = 4
export LEC_CHECK = 1
export CORE_AREA = 10 10 108 108
export DIE_AREA = 0 0 118 118
==> flow/constraint.sdc <==
current_design handshake_top

set clk_period 2.3
set clk_io_pct 0.2

create_clock -name clk0 -period $clk_period [get_ports {clk}]

set non_clock_inputs [all_inputs -no_clocks]
set_input_delay [expr $clk_period * $clk_io_pct] -clock clk0 $non_clock_inputs
set_output_delay [expr $clk_period * $clk_io_pct] -clock clk0 [all_outputs]
==> changes_impl.md <==
## Flow update

* Cell chain of the critical path: clkdlybuf4s50_1
* Distinct lib cells at 16
* Cell depth of the worst hold path at 1
* CP top delay family: buffers and inverters
* Init Core Util at 14.8%
* Pre-CTS WS at 918 ps
* Final Util at 18.5%
* Tool warnings at 25
* Sw frac at 25.6%
* Hold Violations, Final at 0
* Ys cells at 85
* Logic pwr share at 21.7%
* CTS root buf: clkbuf_8
* Int Pwr at 1.32 mW
* TritonCTS clock tree: built
* Lkg Pwr at 0.738 nW
* Routed wire per std cell at 8.27 µm
* First-pass GRT wire length at 3400 µm
* F_max at 0.652 GHz
* Ratio of cells with drive above 1 in the final layout at 34.0%
* Startpoint types: register
* Hold EP: inst_slave.s_data_out[4]
* Worst slew pin tran at 589 ps
* Required time of the critical path at 1840 ps
* Flop-to-flop setup slack at 900 ps
* Clock network fraction of total power at 24.3%
* Max-cap viol count at 0
* DRC at 0
* FF-to-FF Start: inst_Backward_Registered.valid_skid
* Post-DRT Antenna Nets at 0
* Reg power frac at 54.0%
* H-tree levels at 2
* Post-Layout Cell Count at 232
* Worst setup margin at 766 ps
* Largest area contributor in the netlist: dfrtp_1
* Core ar. at 9280 µm²
* RSZ-0062 raised after global routing: false
* Relative slew margins at 60.7%
* Syn Std Cell Area at 1370 µm²
* TritonCTS Sinks at 36
* PwrDens at 1030 nW/µm²
* Period utilization at 66.7%
* NetSw at 0.455 mW
* Total Routing Usage GR at 2.90%
* Number of setup buffers added after CTS at 0
* Clock tree buffer depth at 2
* Slowest stage cell, crit path: clkdlybuf4s50_1
* Number of antenna diodes at 0
* Vertical die size at 118 µm
* Largest net degree at the start of global routing at 37
* Die area at 13,900 µm²
* R2R Path End: inst_Forward_Registered.s_data[3]
* DP Wirelength at 1330 µm
* Setup TNS at 0 ps
* I/O Buffers at 11
* Clk_skew at 8.86 ps
* DR vias at 671
* Status: completed
* Top cell excl fill/tap: dfrtp_1
* Final Slew Violations at 0
* Filler cells at 1,015
* HP Class: reg2reg
* Min-delay src: inst_Forward_Registered.s_data[4]
* Crit path buffers/inverters at 1
* Reg2Reg Depth at 2
* TritonCTS Buffers at 5
* Vias in the first global route at 683
* Hold_buf cts at 0
* Chip Area, Yosys at 1370 µm²
* Std cell rows at 35
* Initial antenna violation count at 0
* Delay of the slowest cell on the worst path at 460 ps
* Critical Path End Type: output port
* Biggest area cells: dfrtp_1 (66%), mux2_4 (18%), xnor2_1 (3.8%), or2_2 (3.6%), nand4_1 (1.8%)
* Clk latency late pin at 290 ps
* Post-synth top area share at 65.7%
* Tmin final at 1530 ps
* Drt total wl at 1920 µm
* Area Overhead vs Synth at 25.5%
* DRT Pass-1 Iters at 2
* Warnings, synthesis at 4
* Endpoints failing setup at 0
* Crit-path max FO at 1
* CP arrival at 1070 ps
* I/O pins at 12
* Most frequent cells in the layout: dfrtp_1 (36), mux2_4 (16), clkdlybuf4s50_1 (11), or2_2 (8), xnor2_1 (6)
* Critical setup path kind: reg2out
* Gr ovfl total at 0
* Syn_area_per_cell at 16.1 µm²
* Flops after synth at 36
* Cells after Synth at 85
* Clk slew on worst S/H paths at 80 ps
* GPL Wtd Cong at 0.722
* Seq/Total Area, Yosys at 65.7%
* Post_cts resized at 0
* VDD IR max at 0.211 mV
* Initial DRC count at 3
* Placed Instances at 224
* Avg Vias per Cell at 2.89
* Die x size at 118 µm
layer usage:
layer / part of all wire [%] / global-route usage, %
met5: 0 / 0
met4: 3.9 / 0.927
met3: 9.1 / 1.65
met2: 39 / 3.88
met1: 48 / 3.85
cell type report:
cell class / instances / area [µm²] / area share, %
timing repair buffer: 12 / 118 / 6.83
multi-input combinational: 47 / 454 / 26.4
sequential: 36 / 901 / 52.3
clock inverter: 3 / 18.8 / 1.09
clock buffer: 5 / 68.8 / 4.00
tap: 129 / 161 / 9.38
power groups by stage:
| stage | sequential (mW) | combinational [mW] | clock, mW |
|---|---|---|---|
| after CTS | 0.963 | 0.396 | 0.455 |
| after global routing | 0.993 | 0.425 | 0.481 |
| final | 0.959 | 0.386 | 0.431 |
metrics by stage:
| stage | hold slack (ps) | area, µm² | power [mW] |
|---|---|---|---|
| after detailed placement | 463 | 1630 | 1.37 |
| final | 470 | 1720 | 1.78 |
| after global placement | 456 | 1630 | 1.36 |
| after CTS | 475 | 1720 | 1.81 |
| after global routing | 497 | 1720 | 1.90 |
| after floorplan | 164 | 1370 | 1.23 |
cell families after synthesis:
kind of cell	Yosys count	share of synthesized area, %
xor+xnor	7	4.47
fa+ha+maj	1	0.912
buf+inv	2	1.19
flops	36	65.7
mux	17	18.3
simple gates	22	9.40
how the worst max path moves through the flow:
stage | cells past startpoint | start | end | slack [ps]
4_1_cts | 1 | inst_slave.s_data_out[7] | data_out[7] | 740
5_1_grt | 1 | inst_slave.s_data_out[5] | data_out[5] | 700
6_report | 1 | inst_slave.s_data_out[7] | data_out[7] | 770
flip-flops by register name, summed over array words and instances (netlist names):
register                             count
inst_Backward_Registered.valid_skid      1
inst_Backward_Registered.data_skid       8
inst_master.m_valid                      1
inst_Forward_Registered.s_data           8
inst_slave.s_ready                       1
inst_master.m_data                       8
inst_Forward_Registered.s_valid          1
inst_slave.s_data_out                    8
synthesized netlist by cell type:
library cell   n
dfrtp_1       36
buf_2          1
mux2_4        16
nand2b_1       1
ha_1           1
nor2_1         2
xor2_1         1
nor2b_2        1
nand2_1        4
or2_2          8
buf_6          1
mux2_2         1
and4b_1        1
nand4_1        4
and3_1         1
xnor2_1        6
Power is estimated from default activity; no workload was simulated.
